===== flow/design.v =====
module source_dma_16(
	input wire  clk,
	input wire  rst,
	input wire  data_load_en,
	input wire [7:0] data,
	input wire  control_en,
	output   ram_wr_en,
	output reg [9:0] ram_address,
	output reg [3:0] ram_selcet,
	output  [7:0] data_ram
);
always@(posedge clk)
begin
	if (rst)
	begin
		ram_selcet <= 4'd0;
		ram_address <= 10'd0;
	end
	if (ram_wr_en)
	begin
		if (ram_address<=10'd939)
		begin
			ram_selcet <= ram_selcet+1'b1;
			ram_address <= 10'd0;
		end
		else
		begin
			ram_address <= ram_address+1'b1;
		end
	end
end
assign ram_wr_en = data_load_en&&control_en;
assign ram_data = data;
endmodule

===== flow/constraint.sdc =====
current_design source_dma_16

set clk_period 3.0
set clk_io_pct 0.2

create_clock -name clk0 -period $clk_period [get_ports {clk}]

set non_clock_inputs [all_inputs -no_clocks]
set_input_delay [expr $clk_period * $clk_io_pct] -clock clk0 $non_clock_inputs
set_output_delay [expr $clk_period * $clk_io_pct] -clock clk0 [all_outputs]

===== flow/run.sh =====
#!/bin/bash
# OpenROAD 26Q1-2900-gdf79404cd8, Yosys 0.63+post, stock flow scripts
make -C /OpenROAD-flow-scripts/flow DESIGN_CONFIG=/design/flow/config.mk WORK_HOME=/design/flow/orfs finish

===== flow/config.mk =====
export PLATFORM = sky130hd
export DESIGN_NAME = source_dma_16
export DESIGN_NICKNAME = source_dma_16
export VERILOG_FILES = /design/flow/design.v
export SDC_FILE = /design/flow/constraint.sdc
export NUM_CORES = 4
export LEC_CHECK = 1
export CORE_AREA = 10 10 89 89
export DIE_AREA = 0 0 99 99

==> Slide: Implementation Results <==
Physical Implementation Snapshot

Yosys
  – Synth area leaders: sky130_fd_sc_hd__edfxtp_1 38%, sky130_fd_sc_hd__dfxtp_1 10%, sky130_fd_sc_hd__buf_4 7.6%, sky130_fd_sc_hd__nand3_1 6.3%, sky130_fd_sc_hd__nor2_1 3.8%
  – Synth async-reset ratio: 0%
  – Cell area after technology mapping: 792 um2
  – Flops after synth: 14
  – Count of distinct cell types in the synthesized netlist: 26
  – Sequential fraction of the synthesis area: 48.0%
  – Commonest flop: sky130_fd_sc_hd__edfxtp_1
  – Number of enable-type register cells in the synthesized netlist: 10
  – Cells after synthesis: around 77
  – Post-synthesis area per instance: 10.3 um2
  – Count of warnings emitted by yosys: 10
  – Largest area contributor in the netlist: sky130_fd_sc_hd__edfxtp_1
  – Fraction of post-synthesis cell area in the top cell type by area: 37.9%
  – Ys cells: 77
  – Top cell types by occurrence after synthesis: 10 x sky130_fd_sc_hd__edfxtp_1, 10 x sky130_fd_sc_hd__nand3_1, 8 x sky130_fd_sc_hd__buf_4, 8 x sky130_fd_sc_hd__nor2_1, 5 x sky130_fd_sc_hd__nand2_1
  – Chip area line of the yosys report: between 700 and 800 um2

GRT
  – GRT Total Usage: approximately 3.6%
  – Global-route wire length before repair: 3060 um
  – Total overflow reported by the global router: 0
  – Global routing usage on met1: between 4 and 5%
  – Global routing met2 resource utilization: ~6.3%
  – Met3 capacity usage during global routing: less than 1%
  – Maximum number of pins on one net before global-route repair: 11
  – Number of global-route vias before repair: ~630
  – Number of antenna violations at the first check in global routing: 0
  – Most used routing layer in global routing: met2

Placement
  – Post-detailed-placement half-perimeter wirelength: about 1400 um
  – RD Place Congestion: roughly 0.84
  – Pre-CTS setup slack: approximately 0.52 ns
  – Port-buffer cells: 18
  – Cell count after placement: 167

Clock network
  – Quantity of gates resized following cts: 0
  – Clock buffer count from CTS: 3
  – Post-CTS Setup Inserts: 0
  – H-tree lvl count: 1
  – Clock latency on the worst-skew pair: between 0.2 and 0.25 ns
  – Cell at the root of the clock tree: sky130_fd_sc_hd__clkbuf_8
  – Clock-pin slew on the worst setup and hold paths: 0.06 ns
  – TritonCTS sink count: 14
  – Deepest clock path buffer count: 2
  – Clock tree from TritonCTS: done
  – Number of hold buffers added after CTS: 0

Floorplanning
  – Full die area: 9800 um2
  – Core Box Area: 5990 um2
  – Number of rows created at floorplan: 28
  – Die extent in x: just under 100 um
  – Initial core utilization: 13.2%
  – Number of ports placed on the die boundary: 35
  – Die Ht: 99 um

STA
  – RSZ-0062 raised after global routing: false
  – Max-slew headroom at the worst pin: 52.2%
  – Clock tree skew after final layout: 0.000425 ns
  – Final critical delay including setup and external delays: between 2 and 2.5 ns
  – Transition time of the tightest slew-check pin: 0.708 ns
  – Max-slew violation total from the final report: 0
  – Max frequency: between 400 and 500 MHz
  – Final critical-path share of the clock period: 81.9%
  – Final setup violation count: 0
  – Setup tns final: 0 ns
  – Min setup slack post-route: between 0.5 and 0.6 ns
  – Final Hold Vio Count: 0

Worst setup path
  – RR Startpoint: ram_address[2]
  – Cell count of the worst reg-to-reg path: 4
  – Class of the most critical setup path: in2out
  – Required time at the endpoint of the critical path: between 2 and 2.5 ns
  – Kind of start point of the critical path: input pin
  – Arrival time worst endpoint: about 1.9 ns
  – Endpoint kind of the worst setup timing path: primary output
  – Worst setup path start: data_load_en
  – Crit-path max FO: 5

Finish
  – Growth of design area from synthesis to finish: 35.1%
  – Final design utilization: about 18%
  – Fin cells: approximately 170
  – Share of cells above drive strength 1: 9.38%

Outcome
  – Result of the run: complete, no violations

Power and ir drop
  – Leakage Power: 0.364 nW
  – Overall power consumption: 436 uW
  – Power density over cell area: roughly 400 nW/um2
  – Worst VDD drop: 0.114 mV

Route
  – Via-to-Cell Ratio: around 3.5
  – Number of nets with antenna violations after routing: 0
  – Drt pass-1 iters: 4
  – Number of diodes added for antenna fixing: 0
  – Via count of the routed design: 593
  – Starting DRC count in detailed routing: 58
  – Routed Wire Length: 1800 um
  – DRC Markers: 0
  – Routed wire length per instance: about 11 um

Hold path
  – Number of instances on the worst hold path: 2
  – Min-delay src: ram_selcet[1]
  – Classification of the worst-slack hold path: reg2reg

Run
  – Max Cap Violations: 0
  – Tool warning count: 33
==> final timing paths <==
check                                     end  slack (ns)
worst min-delay path            ram_selcet[1]        0.51
worst max-delay path                ram_wr_en        0.54
worst max register to register  ram_selcet[3]        1.36
worst min register to register  ram_selcet[1]        0.51
==> through the flow <==
stage	instance area, um2	hold WS, ns
finish	1070	0.507
global route	1070	0.538
CTS	1070	0.517
detailed placement	1020	0.507
global placement	1020	0.497
floorplan	818	0.460
==> worst max-delay path, cell delays in order <==
cell,delay (ns)
sky130_fd_sc_hd__clkdlybuf4s50_1,0.45
sky130_fd_sc_hd__and2_0,0.28
sky130_fd_sc_hd__clkdlybuf4s50_1,0.53
==> per-layer routing <==
layer / routed length, um / share of wire (%) / up-vias
li1: - / - / 296
met1: 765 / 43 / 268
met2: 876 / 49 / 21
met3: 62 / 3.5 / 8
met4: 91 / 5.1 / 0
met5: 0 / 0 / -
==> logic make-up (layout without fill, tap and decap cells) <==
group,Yosys count,in the layout,synth area share [%]
XOR/XNOR,4,4,4.42
multiplexers,2,2,4.74
AND/OR/NAND/NOR,29,29,17.2
flip-flops,14,14,48.0
buffers and inverters,14,26,10.4
other,1,8,0.473
AND-OR/OR-AND,11,11,11.5
adder cells (fa/ha/maj),2,2,3.16
==> cells in the final DEF (no fill, tap or decap), types with 2 or more instances in the layout <==
cell	n
sky130_fd_sc_hd__a21oi_1	2
sky130_fd_sc_hd__a41oi_1	2
sky130_fd_sc_hd__clkbuf_8	3
sky130_fd_sc_hd__clkdlybuf4s50_1	18
sky130_fd_sc_hd__conb_1	8
sky130_fd_sc_hd__dfxtp_1	4
sky130_fd_sc_hd__edfxtp_1	10
sky130_fd_sc_hd__ha_1	2
sky130_fd_sc_hd__inv_1	4
sky130_fd_sc_hd__nand2_1	5
sky130_fd_sc_hd__nand3_1	10
sky130_fd_sc_hd__nand4_1	2
sky130_fd_sc_hd__nor2_1	8
sky130_fd_sc_hd__o21ai_0	3
sky130_fd_sc_hd__xnor2_1	2
sky130_fd_sc_hd__xor2_1	2
==> sequential cells by signal, indices dropped and copies added, names as in the netlist <==
| name | flops |
|---|---|
| ram_address | 10 |
| ram_selcet | 4 |
==> report_power, final <==
part | internal [mW] | total [mW] | switching (mW) | leakage, nW
registers | 0.217 | 0.231 | 0.0137 | 0.140
logic | 0.0309 | 0.0482 | 0.0173 | 0.201
clock network | 0.0905 | 0.157 | 0.0662 | 0.0231
total | 0.339 | 0.436 | 0.0972 | 0.364
==> layout make-up <==
cell class,instances,area (um2)
Clock buffer,3,41.3
Sequential cell,14,380
Fill cell,655,4920
Clock inverter,1,3.75
Inverter,4,15.0
Tap cell,75,93.8
Timing Repair Buffer,18,180
Multi-Input combinational cell,56,355
Power figures rest on the tool's default switching activity, not on a simulated workload.
