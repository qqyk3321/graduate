==> design/flow/design.v <==
module gf_mul_8 (
	input wire [7:0] a,
	input wire [7:0] b,
	output wire [7:0] out
	);
	assign out[0] = (a[0]^b[0])^(a[1]^b[7])^(a[2]^b[6])^(a[3]^b[5])^(a[4]^b[4])^(a[5]^b[3])^(a[5]^b[7])^(a[6]^b[2])^(a[6]^b[6])^(a[6]^b[7])^(a[7]^b[1])^(a[7]^b[5])^(a[7]^b[6])^(a[7]^b[7]);
	assign out[1] = (a[0]^b[1])^(a[1]^b[0])^(a[2]^b[7])^(a[3]^b[6])^(a[4]^b[5])^(a[5]^b[4])^(a[6]^b[3])^(a[6]^b[7])^(a[7]^b[2])^(a[7]^b[6])^(a[7]^b[7]);
	assign out[2] = (a[0]^b[2])^(a[1]^b[1])^(a[1]^b[7])^(a[2]^b[0])^(a[2]^b[6])^(a[3]^b[5])^(a[3]^b[7])^(a[4]^b[4])^(a[4]^b[6])^(a[5]^b[3])^(a[5]^b[5])^(a[5]^b[7])^(a[6]^b[2])^(a[6]^b[4])^(a[6]^b[6])^(a[6]^b[7])^(a[7]^b[1])^(a[7]^b[3])^(a[7]^b[5])^(a[7]^b[6]);
	assign out[3] = (a[0]^b[3])^(a[1]^b[2])^(a[1]^b[7])^(a[2]^b[1])^(a[2]^b[6])^(a[2]^b[7])^(a[3]^b[0])^(a[3]^b[5])^(a[3]^b[6])^(a[4]^b[4])^(a[4]^b[5])^(a[4]^b[7])^(a[5]^b[3])^(a[5]^b[4])^(a[5]^b[6])^(a[5]^b[7])^(a[6]^b[2])^(a[6]^b[3])^(a[6]^b[5])^(a[6]^b[6])^(a[7]^b[1])^(a[7]^b[2])^(a[7]^b[4])^(a[7]^b[5]);
	assign out[4] = (a[0]^b[4])^(a[1]^b[3])^(a[1]^b[7])^(a[2]^b[2])^(a[2]^b[6])^(a[2]^b[7])^(a[3]^b[1])^(a[3]^b[5])^(a[3]^b[6])^(a[3]^b[7])^(a[4]^b[0])^(a[4]^b[4])^(a[4]^b[5])^(a[4]^b[6])^(a[5]^b[3])^(a[5]^b[4])^(a[5]^b[5])^(a[6]^b[2])^(a[6]^b[3])^(a[6]^b[4])^(a[7]^b[1])^(a[7]^b[2])^(a[7]^b[3])^(a[7]^b[7]);
	assign out[5] = (a[0]^b[5])^(a[1]^b[4])^(a[2]^b[3])^(a[2]^b[7])^(a[3]^b[2])^(a[3]^b[6])^(a[3]^b[7])^(a[4]^b[1])^(a[4]^b[5])^(a[4]^b[6])^(a[4]^b[7])^(a[5]^b[0])^(a[5]^b[4])^(a[5]^b[5])^(a[5]^b[6])^(a[6]^b[3])^(a[6]^b[4])^(a[6]^b[5])^(a[7]^b[2])^(a[7]^b[3])^(a[7]^b[4]);
	assign out[6] = (a[0]^b[6])^(a[1]^b[5])^(a[2]^b[4])^(a[3]^b[3])^(a[3]^b[7])^(a[4]^b[2])^(a[4]^b[6])^(a[4]^b[7])^(a[5]^b[1])^(a[5]^b[5])^(a[5]^b[6])^(a[5]^b[7])^(a[6]^b[0])^(a[6]^b[4])^(a[6]^b[5])^(a[6]^b[6])^(a[7]^b[3])^(a[7]^b[4])^(a[7]^b[5]);
	assign out[7] = (a[0]^b[7])^(a[1]^b[6])^(a[2]^b[5])^(a[3]^b[4])^(a[4]^b[3])^(a[4]^b[7])^(a[5]^b[2])^(a[5]^b[6])^(a[5]^b[7])^(a[6]^b[1])^(a[6]^b[5])^(a[6]^b[6])^(a[6]^b[7])^(a[7]^b[0])^(a[7]^b[4])^(a[7]^b[5])^(a[7]^b[6]);
endmodule
==> design/flow/run.sh <==
#!/bin/bash
# OpenROAD 26Q1-2900-gdf79404cd8, Yosys 0.63+post, stock flow scripts
make -C /OpenROAD-flow-scripts/flow DESIGN_CONFIG=/design/flow/config.mk WORK_HOME=/design/flow/orfs finish
==> design/flow/config.mk <==
export PLATFORM = sky130hd
export DESIGN_NAME = gf_mul_8
export DESIGN_NICKNAME = gf_mul_8
export VERILOG_FILES = /design/flow/design.v
export SDC_FILE = /design/flow/constraint.sdc
export NUM_CORES = 4
export LEC_CHECK = 1
export CORE_AREA = 10 10 96 96
export DIE_AREA = 0 0 106 106
==> design/flow/constraint.sdc <==
current_design gf_mul_8

set clk_period 4.5
set clk_io_pct 0.2

create_clock -name clk0 -period $clk_period

set non_clock_inputs [all_inputs -no_clocks]
set_input_delay [expr $clk_period * $clk_io_pct] -clock clk0 $non_clock_inputs
set_output_delay [expr $clk_period * $clk_io_pct] -clock clk0 [all_outputs]
==> flow_summary.yaml <==
# physical design summary
outcome:
  status: "finished, final reports clean"
power:
  p_leak_uw: 0.000209
  internal_power_uw: 125
  pwr-share-clk: 0
  power_switching_uw: 62.5
  pwr_density_cell_nw_per_um2: 264
  seq_power_share: 0
  combPwrFrac: 1.000
  p_sw_frac: 0.334
  ir_drop_uv: 50.1
routing:
  diodes: 0
  drtPass1Iterations: 1
  vias_per_cell: 1.79
  wl_um: 1180
  dr_total_vias: 284
  drt_iter0_drc: 0
  drc: 0
  antenna_left: 0
  wl_per_cell_um: 7.40
finish:
  clkbuf_count: 0
  drive_gt1_frac: 0.0667
  areaGrowthSynthToFinish_pct: 105
  ff_count: 0
  finalCoreUtilization: 0.0983
  seq_area_um2: 0
  fillerInstances: 853
synth:
  fa_ha_area_frac: 0
  syn-mean-instance-area_um2: 9.59
  ys_chip_area_um2: 345
  synthAoiAreaFrac: 0
  yosys_cells: 36
  ys_seq_share: 0
  ys_sh_xor: 1.00
  top_cell_area_share: 0.533
  top_cell: "xnor2_1"
  yosysUniqueCellTypes: 4
  yosys-mux-area-fraction: 0
  simple_gate_share: 0
  syn_inst: 36
  yosysWarnings: 0
  topCellsByArea: "xnor2_1 53%, xor2_1 28%, xor2_2 14%"
  top_area_cell: "xnor2_1"
  common_cells: "21 x xnor2_1, 11 x xor2_1, 3 x xor2_2, 1 x xnor2_2"
  syn_area_um2: 345
  top_logic_kind: "XOR/XNOR gates"
global_route:
  grt_max_degree: 4
  overflow: 0
  grt_pass1_wl_um: 1810
  first_global_vias: 375
  antenna_found_initial: 0
  grt_usage: 0.0205
place:
  io_buffers: 24
  routabilityCongestion: 0.692
  dp_hpwl_um: 1170
timing:
  worstMarginPinSlew_ns: 0.477
  final.setup.tns_ns: 0
  fin_crit_ns: 3.76
  slew_headroom: 0.680
  max_freq_mhz: 266
  finalClockPeriodUsage: 0.835
  hold_viol: 0
  slew_viol_final: 0
  rsz0062_at_grt: "no"
  finalSetupViolCount: 0
flow_run:
  drv_cap: 0
  warnings: 32
critical_path:
  critPathSlowestCell: "clkdlybuf4s50_1"
  required_ns: 3.60
  end_kind: "output port"
  slowest_delay_ns: 0.57
  cp_max_fo: 3
  criticalPathCategory: "in -> out"
  arrival_ns: 2.86
  worstSetupStartpointType: "primary input"
  crit_chain: "clkdlybuf4s50_1, xor2_1, xnor2_1, xnor2_1, xor2_1, clkdlybuf4s50_1"
floorplanning:
  rows: 31
  io_pins: 24
  fp_util: 0.0479
  dieArea_um2: 11200
  die_h_um: 106
  core_area_um2: 7210
  fp.dieW_um: 106
clock_tree:
  post_cts_resize_count: 0
  post-cts-setup-buffer-count: 0
  holdBufCountCts: 0
hold_path:
  worstHoldPathType: "in -> out"
==> critical path: cells and delay by family <==
family | cells | cell delay (ns)
buffers and inverters | 2 | 1.07
XOR/XNOR | 4 | 0.88
==> per-layer routing <==
metal | vias to the layer above | wire [um] | global-route usage | share of wire
met5 | - | 0 | 0 | 0
met1 | 121 | 435 | 0.0215 | 0.37
met3 | 0 | 17 | 0.000612 | 0.014
met2 | 9 | 725 | 0.0451 | 0.62
li1 | 154 | - | - | -
met4 | 0 | 0 | 0 | 0
==> cell families after synthesis <==
group and after synthesis:
xor+xnor 36
==> through the flow <==
stage	area [um2]	setup WS [ns]	hold WS, ns	std cells	power (uW)
floorplan	345	1.89	1.93	36	78.7
global placement	709	0.738	2.96	159	192
detailed placement	709	0.703	2.96	159	192
CTS	709	0.703	2.96	159	193
global route	709	0.608	3.01	159	203
finish	709	0.741	2.95	159	187
==> power by group through the flow <==
stage / Sequential, uW / Combinational (uW) / Clock, uW
after CTS: 0 / 193 / 0
after global routing: 0 / 203 / 0
final: 0 / 187 / 0
==> path summary, 6_finish.rpt <==
path	end	startpoint	slack (ns)	cells past startpoint
max	out[7]	a[0]	0.74	6
min	out[4]	b[2]	2.95	4
==> area by class of cell <==
type | instances | area, um2 | area share
well taps | 99 | 124 | 0.175
repair buffers | 24 | 240 | 0.339
multi-input cells | 36 | 345 | 0.487
==> placed cells by master (no fill, tap or decap), drive strengths merged <==
cell type / n
xor2: 14
xnor2: 22
clkdlybuf4s50: 24
Power figures rest on the tool's default switching activity, not on a simulated workload.
